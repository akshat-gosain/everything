$ cat flow/config.mk
export PLATFORM = sky130hd
export DESIGN_NAME = universal_shift_reg
export DESIGN_NICKNAME = universal_shift_reg
export VERILOG_FILES = /design/flow/design.v
export SDC_FILE = /design/flow/constraint.sdc
export NUM_CORES = 4
export LEC_CHECK = 1
export CORE_AREA = 10 10 70 70
export DIE_AREA = 0 0 80 80
$ cat flow/constraint.sdc
current_design universal_shift_reg

set clk_period 1.2
set clk_io_pct 0.2

create_clock -name clk0 -period $clk_period [get_ports {clk}]

set non_clock_inputs [all_inputs -no_clocks]
set_input_delay [expr $clk_period * $clk_io_pct] -clock clk0 $non_clock_inputs
set_output_delay [expr $clk_period * $clk_io_pct] -clock clk0 [all_outputs]
$ cat flow/design.v
module universal_shift_reg(
  input clk, rst_n, 
  input [1:0] select,  
  input [3:0] p_din,   
  input s_left_din,    
  input s_right_din,   
  output reg [3:0] p_dout,  
  output s_left_dout,  
  output s_right_dout  
);
  always@(posedge clk) begin
    if(!rst_n) p_dout <= 0;
    else begin
      case(select)
        2'h1: p_dout <= {s_right_din,p_dout[3:1]};  
        2'h2: p_dout <= {p_dout[2:0],s_left_din};   
        2'h3: p_dout <= p_din;  
        default: p_dout <= p_dout;  
      endcase
    end
  end
  assign s_left_dout = p_dout[0];
  assign s_right_dout = p_dout[3];
endmodule
$ cat flow/run.sh
#!/bin/bash
# OpenROAD 26Q1-2900-gdf79404cd8, Yosys 0.63+post, stock flow scripts
make -C /OpenROAD-flow-scripts/flow DESIGN_CONFIG=/design/flow/config.mk WORK_HOME=/design/flow/orfs finish
==> out/results.ini <==
[power_and_ir_drop]
total_power_w = 0.0004185
peakVddDrop_mv = 0.1686
p_leak_nw = 0.2172
power_per_cell_area_mw_per_mm2 = 880.3

[clock_network]
htree_levels = 1
worstSkewPairLatency_ps = 240
cts_tree = built
cts_inserted_buffers = 3
hold_buffers = 0
clk_pin_slew_worst_paths_ps = 40
cts-root-buf = clkbuf_4
cts.sinks = 4
cts_buffer_depth = 2

[critical_path]
cp.depth = 2
crit_start = p_dout[3]
critPathLaunchType = flop
cp-end-kind = output pin
rrSetupSlack_ps = 290
cp.arrival_ps = 910
cp_top_family = buffers and inverters
path_cells = buf_4 > dlygate4sd2_1
cp_slowest_cell = dfxtp_2
path_buffers = 2
crit_type = flop to output pin
r2r_start = p_dout[3]
r2r-end = p_dout[2]
max_stage_delay_ps = 310
crit_fanout = 2
required_ps = 960
crit_end = s_right_dout
reg2reg_depth = 4

[timing]
worst_slew_pin_slew_ps = 147.8
hold_viol_final = 0
max_slew_margin_pct = 89.86
finClkSkew_ps = 0.09465
fin_crit_sh_pct = 95.42
slew_violations = 0
period_needed_ps = 1145
setup-violations-final = 0
rsz0062_at_grt = false
fmax_ghz = 0.8733
final.setup.worst_slack_ps = 54.93

[yosys]
synth_area_sq_um = 221.5
syn_avg_cell_area_sq_um = 10.55
ys_types = 7
ys_chip_area_sq_um = 221.5
yosys-stat-cells = 21
numSynthFlops = 4
yosysWarnings = 1
syn_inst = 21
ys_seq_share_pct = 36.16

[cells_and_area]
final_util_pct = 13.92
drive_gt1_share_pct = 32.56
largest_reg_flops = 4
top_regs = p_dout x4
largest_register = p_dout
syn_to_final_growth_pct = 114.7
final_cells = 89

[job]
tool_warnings = 25
cap_violations = 0

[global_routing]
use_met3_pct = 0.6818
grt_util_met2_pct = 3.692
track_usage_pct = 2.202
grt_pass1_wl_um = 1152
grt_pass1_vias = 266
met1_usage_pct = 2.333
grt_start_max_net_pins = 6
top_usage_layer = met2
gr-total-overflow = 0
grt_antenna_before_repair = 0

[die]
dieHeight_um = 80
fp.dieW_um = 80
initCoreUtil_pct = 6.484
chipArea_sq_mm = 0.006400
core_area_sq_mm = 0.003416
io_pins = 16
row_count = 21

[detailed_routing]
first_iter_violations = 4
drtPass1Iterations = 2
viasPerCell = 2.775
drc_errors = 0
n_antenna_cell = 0
wl_per_cell_um = 8.528
vias = 247
ant_nets = 0
wirelength_um = 759

[placement]
dp_slack_ps = -97.64
place_hpwl_um = 558.2
dp.cells = 81
io_buffers = 15
gp_congestion = 0.7425

[hold_path]
hp-class = flop to flop

[run_status]
outcome = complete, no violations

synthesized netlist by cell type:
cell type,count,area share (%)
buf_4,2,6.8
buf_6,1,5.1
dfxtp_1,4,36
mux2i_1,8,36
nand2_1,1,1.7
nand2b_1,1,2.8
o22ai_1,4,11
where the power goes:
group / leakage [nW] / internal (W) / switching (W) / total [W]
Combinational: 0.169 / 0.0000711 / 0.0000304 / 0.000102
Clock: 0.0138 / 0.000112 / 0.0000562 / 0.000168
Sequential: 0.0344 / 0.000144 / 0.00000476 / 0.000149
Total: 0.217 / 0.000327 / 0.0000914 / 0.000419
per-layer routing:
layer	part of all wire (%)	up-vias
met4	5.5	0
met3	10	4
met2	42	14
met1	42	107
li1	-	122
met5	0	-
cells by family (layout without fill, tap and decap cells):
family                 Yosys count  after routing  share of synthesized area [%]
AND-OR/OR-AND                    4              4                          11.30
buffers and inverters            3             25                          11.86
flip-flops                       4              4                          36.16
multiplexers                     8              8                          36.16
AND/OR/NAND/NOR                  2              2                          4.520
layout make-up:
type | count | area [sq um]
Timing Repair Buffer | 22 | 195.2
Clock buffer | 3 | 22.52
Fill cell | 390 | 2940
Sequential cell | 4 | 85.08
Tap cell | 46 | 57.56
Multi-Input combinational cell | 14 | 115.1
tightest hold or removal path: stages, from the launching register on:
cell,delay [ps]
dfxtp_2,320
buf_4,110
mux2i_1,50
o22ai_1,100
what timing repair did:
action                                  4_1_cts  5_1_grt
buffers inserted                              5        0
endpoints found under the setup margin        6        0
gates resized                                10        0
worst min-delay path by stage:
stage	slack (ps)	end	start	cells past startpoint
after global routing	660	p_dout[0]	p_dout[1]	3
final	630	p_dout[0]	p_dout[1]	3
after CTS	630	p_dout[0]	p_dout[1]	3
per-stage QoR:
step | instance area, sq um | TNS [ps] | hold slack (ps)
floorplan | 221.5 | 0 | 413.5
global placement | 417.9 | -267.3 | 576.5
detailed placement | 417.9 | -291.7 | 575.5
CTS | 475.5 | 0 | 625.1
global route | 475.5 | 0 | 661.7
finish | 475.5 | 0 | 626.8
layout by cell type, fill, tap and decap left out, drive strengths merged:
master and count:
buf 7, mux2i 8, nand2 1, dlygate4sd2 6
o22ai 4, dfxtp 4, clkdlybuf4s50 9, clkbuf 3
nand2b 1
Power figures rest on the tool's default switching activity, not on a simulated workload.
