[./design.v]
module full_adder (input A,input B,input Cin,output S,output Cout);
wire a1,a2,a3;
wire o1;
xor x1(S,A,B,Cin);
and and1(a1,A,B);
and and2(a2,B,Cin);
and and3(a3,A,Cin);
or or1(o1,a1,a2);
or or2(Cout,a3,o1);
endmodule
module adder (input [3:0] A, input [3:0] B, input Cin,output [3:0] S,output Cout);
    wire C1,C2,C3;
    full_adder FA1 (A[0],B[0],Cin,S[0],C1);
    full_adder FA2 (A[1],B[1],C1,S[1],C2);
    full_adder FA3 (A[2],B[2],C2,S[2],C3);
    full_adder FA4 (A[3],B[3],C3,S[3],Cout);
endmodule
[./constraint.sdc]
current_design adder

set clk_period 2.3
set clk_io_pct 0.2

create_clock -name clk0 -period $clk_period

set non_clock_inputs [all_inputs -no_clocks]
set_input_delay [expr $clk_period * $clk_io_pct] -clock clk0 $non_clock_inputs
set_output_delay [expr $clk_period * $clk_io_pct] -clock clk0 [all_outputs]
[./config.mk]
export PLATFORM = sky130hd
export DESIGN_NAME = adder
export DESIGN_NICKNAME = adder
export VERILOG_FILES = /design/flow/design.v
export SDC_FILE = /design/flow/constraint.sdc
export NUM_CORES = 4
export LEC_CHECK = 1
export CORE_AREA = 10 10 70 70
export DIE_AREA = 0 0 80 80
[./run.sh]
#!/bin/bash
# OpenROAD 26Q1-2900-gdf79404cd8, Yosys 0.63+post, stock flow scripts
make -C /OpenROAD-flow-scripts/flow DESIGN_CONFIG=/design/flow/config.mk WORK_HOME=/design/flow/orfs finish
==> flow_summary.toml <==
# flow metrics
[run_status]
run_status = "complete, but fails checks"
violations = "setup timing"

[final_timing]
fin_crit_sh = 1.116
fin_hold_ws_ps = 1550
min_period_ps = 2567
hold_viol_final = 0
fmax_mhz = 389.5
slew_viol_final = 0
rsz0062_at_grt = "true"
finalSetupViolations = 2
slew_headroom = 0.9344
worstMarginPinSlew_ps = 98.11
fin_ws_ps = -267.2

[synthesis]
ys_sh_simple = 0
netlist_area_um2 = 147.6
top_cell_area_share = 0.5424
ys_seq_frac = 0
synth_top_cell_by_area = "fa_1"
yosysChipArea_um2 = 147.6
logic_family = "adder cells"
xor_share = 0
yosys-top-cells-area = "fa_1 54%, inv_1 25%, buf_4 20%"
synth-cells-yosys = 18
synth_cells = 18
aoi_share = 0
syn-mean-instance-area_um2 = 8.202
yosys.cell_types.count = 3
mux_share = 0
fa_ha_area_frac = 0.5424
ys_warn_count = 0

[worst_hold_path]
holdPathStages = 3
hold_class = "in -> out"
min_from = "B[1]"
worstHoldEndpoint = "S[1]"

[die]
die_h_um = 80
initial_core_util = 0.04322
rows = 21
dieArea_um2 = 6400
die_w_um = 80
io_pins = 14
fp.coreArea_um2 = 3416

[global_route]
grt_util_all_layers = 0.01439
grt_pass1_wl_um = 703
grt_max_degree = 2
antenna_found_initial = 0
grt.overflow.total = 0
grt_pass1_vias = 129

[clocking]
post_cts_buffers = 0
cts_hold_buf = 0

[critical_path]
cp_slowest_cell = "fa_1"
worst_setup_path_end_kind = "output pin"
crit_top_cell = "fa_2"
cp.arrival_ps = 2110
cp_max_fo = 1
critPathKind = "in -> out"
crit_chain = "buf_6 -> inv_4 -> fa_2 -> inv_2 -> fa_2 -> fa_2 -> inv_2 -> fa_1 -> inv_1 -> buf_2"
crit_required_ps = 1840
critPathBufInv = 6
start_kind = "input port"
cp_top_family = "adder cells"
slowest_delay_ps = 400

[cells_and_area]
n_fill_cell = 405
nClkBuffers = 0
design_area_um2 = 312.8
drive_above_1_share = 0.5000
n_sequential_cell = 0
finish.utilization = 0.09158
regArea_um2 = 0
area_delta_synth_final_pct = 111.9

[routing]
viasPerCell = 1.635
antennaDiodeCount = 0
via_count = 121
wirelength_um = 509
drt.antenna.violating_nets = 0
drtIter0Drc = 0
drtPass1Iterations = 1
wl_per_cell_um = 6.878
drc = 0

[placed_design]
dp_hpwl_um = 511
place_ws_ps = -997.2
port_buffers = 14
placedInstanceArea_um2 = 320.3
routabilityCongestion = 0.6611

[pwr]
netSwitchingPower_uw = 19.89
power_frac_seq = 0
p_leak_nw = 0.1403
powerDensity_nw_per_um2 = 177.2
ir_worst_vdd_mv = 0.01567
p_sw_frac = 0.3588
intPower_uw = 35.54
combPwrFrac = 1.000
p_clk_frac = 0

[flow_run]
cap_violations = 0
warnings = 35
==> Yosys cell counts <==
master and instances:
buf_4 4, inv_1 10, fa_1 4
==> worst max path at each step <==
| stage | from | end | slack [ps] | cells after the start |
|---|---|---|---|---|
| 4_1_cts | Cin | S[3] | -340 | 10 |
| 5_1_grt | A[0] | S[3] | -340 | 10 |
| 6_report | A[0] | S[3] | -270 | 10 |
==> timing repair <==
action	in CTS	in global routing
endpoints found under the hold margin	0	0
setup endpoints to repair	5	3
pin swaps	4	4
gates resized	32	1
==> per-stage QoR <==
stage	setup TNS (ps)	total power, mW	cells
floorplan	-122.1	0.03043	18
global placement	-3211	0.06639	74
detailed placement	-3258	0.06687	74
CTS	-486.9	0.05848	74
global route	-465.4	0.06499	74
finish	-334.9	0.05542	74
==> cells by family after synthesis <==
group,after synthesis
buffers and inverters,14
adder cells (fa/ha/maj),4
==> area by class of cell <==
| cell class | instances | area [µm²] | share of cell area |
|---|---|---|---|
| repair buffers | 14 | 125.1 | 0.4000 |
| multi-input cells | 4 | 87.58 | 0.2800 |
| well taps | 46 | 57.56 | 0.1840 |
| inverters | 10 | 42.54 | 0.1360 |
==> per-layer routing <==
metal	vias up	global-route usage	wire (µm)
li1	60	-	-
met1	54	0.01604	204
met2	7	0.02408	235
met3	0	0.009091	69
met4	0	0	0
met5	-	0	0
==> worst min-delay path, delay by kind of cell <==
kind	cells	cell delay [ps]
buffers and inverters	2	430
adders and majority gates	1	200
==> placed cells by master, fill, tap and decap left out <==
cell type	synthesis	layout
inv_4	0	2
inv_2	0	3
inv_1	10	5
dlygate4sd2_1	0	3
fa_2	0	3
buf_6	0	3
buf_2	0	3
fa_1	4	1
clkdlybuf4s50_1	0	5
==> power groups by stage <==
stage	Sequential [mW]	Combinational [mW]	Clock (mW)
4_1_cts	0	0.0585	0
5_1_grt	0	0.0650	0
6_report	0	0.0554	0
Power is estimated from default activity; no workload was simulated.
